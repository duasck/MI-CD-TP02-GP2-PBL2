==> ./design.v <==
module down_count (
    input wire clk,           
    input wire load,          
    input wire [3:0] d,       
    input wire up_down,       
    input wire cten,          
    output wire [3:0] q,      
    output wire rco,          
    output wire max_min       
);
    wire q0, q1, q2, q3;
    wire q0_, q1_, q2_, q3_;
    not (n0, clk);
    not (n1, up_down);
    not (n2, n1);
    not (n4, cten);
    and (a0, (~n2), (~cten));
    and (a1, (~n1), (~cten));
    and (a2, n1, q0, q1, q2, q3);
    and (a3, n2, q0_, q1_, q2_, q3_);
    and (a4, a1, q0_);
    and (a5, a0, q0);
    and (a6, a1, q0_, q1_);
    and (a7, a0, q0, q1);
    and (a8, a1, q0_, q1_, q2_);
    and (a9, a0, q0, q1, q2);
    nand (na0, d[0], load);
    nand (na1, d[1], load);
    nand (na2, d[2], load);
    nand (na3, d[3], load);
    nand (na4, na0, load);
    nand (na5, na1, load);
    nand (na6, na2, load);
    nand (na7, na3, load);
    nand (na8, n0, n4, o0);
    or (o0, a2, a3);
    or (o1, a4, a5);
    or (o2, a6, a7);
    or (o3, a8, a9);
    jk_ff ff0 (.J(n4), .K(n4), .CLK(clk), .RESET(na4), .PRESET(na0), .Q(q0), .Qn(q0_));
    jk_ff ff1 (.J(o1), .K(o1), .CLK(clk), .RESET(na5), .PRESET(na1), .Q(q1), .Qn(q1_));
    jk_ff ff2 (.J(o2), .K(o2), .CLK(clk), .RESET(na6), .PRESET(na2), .Q(q2), .Qn(q2_));
    jk_ff ff3 (.J(o3), .K(o3), .CLK(clk), .RESET(na7), .PRESET(na3), .Q(q3), .Qn(q3_));
    assign q = {q3, q2, q1, q0};
    assign max_min = o0;
    assign rco = na8;
endmodule
module jk_ff ( 
    input wire J,            
    input wire K,            
    input wire CLK,          
    input wire RESET,        
    input wire PRESET,       
    output reg Q,            
    output wire Qn           
);
    assign Qn = ~Q;          
    always @(posedge CLK or negedge RESET or negedge PRESET) begin
        if (!RESET)           
            Q <= 1'b0;        
        else if (!PRESET)     
            Q <= 1'b1;        
        else begin            
            case ({J, K})     
                2'b00: Q <= Q;           
                2'b01: Q <= 1'b0;        
                2'b10: Q <= 1'b1;        
                2'b11: Q <= ~Q;          
            endcase
        end
    end
endmodule
module matriz7seg (
    input wire clk,
    input wire reset,
	 input vs,
    output wire [3:0] Dseg,
    output wire [3:0] Useg,
    output wire [3:0] Umin,
    output wire [3:0] Dmin,
	 input wire clk1seg
);
    wire carryout0, carryout1, carryout2;
	 wire [3:0] dezenas_min, unidades_min;
    reg lo;
    initial begin
        lo = 1;
    end
    down_count us (
        .clk(clk1seg),
        .load(lo),
        .d(4'b1001),
        .up_down(1),
        .cten(0),
        .q(Useg),
        .rco(),
        .max_min(carryout0)
    );
    down_count ds (
        .clk(carryout0),
        .load(lo),
        .d(4'b0101),
        .up_down(1),
        .cten(0),
        .q(Dseg),
        .rco(),
        .max_min(carryout1)
    );
    mux2to1 mux_u_min (
        .in0(4'b0100),   
        .in1(4'b1001),   
        .sel(vs),
        .out(unidades_min)
    );
    down_count um (
        .clk(carryout1),
        .load(lo),
        .d(unidades_min),
        .up_down(1),
        .cten(0),
        .q(Umin),
        .rco(),
        .max_min(carryout2)
    );
    mux2to1 mux_d_min (
        .in0(4'b0001),   
        .in1(4'b0011),   
        .sel(vs),
        .out(dezenas_min)
    );
    down_count dm (
        .clk(carryout2),
        .load(lo),
        .d(dezenas_min),
        .up_down(1),
        .cten(0),
        .q(Dmin),
        .rco(),
        .max_min()
    );
    always @(posedge clk or posedge reset) begin
        if (reset) begin
            lo <= 1;  
        end else begin
            if ((Useg == 4'b0000 && Dseg == 4'b0000 && Umin == 4'b0000 && Dmin == 4'b0000)) begin
                lo <= 1;  
            end else if (Useg == 4'b1001 || Dseg == 4'b0101 || Umin == 4'b1001 || Dmin == 4'b0101) begin
                lo <= 0;  
            end
        end
    end
endmodule
module mux2to1 (
    input wire [3:0] in0,     
    input wire [3:0] in1,     
    input wire sel,           
    output wire [3:0] out     
);
    assign out = sel ? in1 : in0;   
endmodule
==> ./run.sh <==
#!/bin/bash
# OpenROAD 26Q1-2900-gdf79404cd8, Yosys 0.63+post, stock flow scripts
make -C /OpenROAD-flow-scripts/flow DESIGN_CONFIG=/design/flow/config.mk WORK_HOME=/design/flow/orfs finish
==> ./config.mk <==
export PLATFORM = sky130hd
export DESIGN_NAME = matriz7seg
export DESIGN_NICKNAME = matriz7seg
export VERILOG_FILES = /design/flow/design.v
export SDC_FILE = /design/flow/constraint.sdc
export NUM_CORES = 4
export LEC_CHECK = 1
export CORE_AREA = 10 10 99 99
export DIE_AREA = 0 0 109 109
==> ./constraint.sdc <==
current_design matriz7seg

set clk_period 1.1
set clk_io_pct 0.2

create_clock -name clk0 -period $clk_period [get_ports {clk}]
create_clock -name clk1 -period $clk_period [get_ports {clk1seg}]

set non_clock_inputs [all_inputs -no_clocks]
set_input_delay [expr $clk_period * $clk_io_pct] -clock clk0 $non_clock_inputs
set_output_delay [expr $clk_period * $clk_io_pct] -clock clk0 [all_outputs]
==> results.sh <==
# physical design summary
export IMPL_status="finished with violations"
export IMPL_violations="setup timing"
export IMPL_grt_max_degree=9
export IMPL_grt_overflow=0
export IMPL_fp_coreArea_um2=7730
export IMPL_cp_slowest_cell="dfrtp_1"
export IMPL_fin_ws_ns=-0.267
export IMPL_yosys_stat_area_um2=831
export IMPL_skew_ns=0.00377
export IMPL_ff_type="dfrtp_1"
export IMPL_yosysUniqueCellTypes=19
export IMPL_setup_viol=2
export IMPL_hold_violations=0
export IMPL_wire_per_inst_um=9.39
export IMPL_relSlewSlack_pct=53.6
export IMPL_dp_cells=183
export IMPL_pre_cts_slack_ns=-0.103
export IMPL_insertedDiodeCount=0
export IMPL_power_leakage_uw=0.000486
export IMPL_criticalPathCategory="reg -> reg"
export IMPL_detail_route_antenna_nets=0
export IMPL_common_cells="buf_4 (16), dfrtp_1 (7), dfstp_2 (6)"
export IMPL_cp_start_kind="register"
export IMPL_cts_tree="yes"
export IMPL_numPortBuffers=18
export IMPL_num_rows=32
export IMPL_p_per_area_nw_per_um2=439
export IMPL_hold_path_class="reg -> async"
export IMPL_syn_avg_cell_area_um2=11.5
export IMPL_tns_ns=-0.350
export IMPL_grt_antenna_before_repair=1
export IMPL_worst_setup_path_end_kind="register"
export IMPL_cp_arrival_ns=1.29
export IMPL_cts_buffers=3
export IMPL_peakVddDrop_uv=165
export IMPL_synth_flop_count=17
export IMPL_warnings=32
export IMPL_synthTopCellsByArea="dfrtp_1 (21%), dfstp_2 (19%), dfbbp_1 (16%), buf_4 (14%), xnor2_1 (4.2%)"
export IMPL_die_width_um=109
export IMPL_rsz0062_at_grt="true"
export IMPL_unclocked_regs=12
export IMPL_cap_violations=0
export IMPL_cpPeakStageDelay_ns=0.38
export IMPL_yosysTopAreaCellShare_pct=21.1
export IMPL_cts_path_max_buffers=2
export IMPL_area_growth_pct=41.9
export IMPL_worst_pin_slew_ns=0.690
export IMPL_root_buffer="clkbuf_8"
export IMPL_placed_area_um2=1080
export IMPL_fill_cells=852
export IMPL_yosys_warnings=38
export IMPL_io_pins=20
export IMPL_crit_required_ns=1.02
export IMPL_drt_iter0_drc=16
export IMPL_cpLargestDelayFamily="flip-flops"
export IMPL_design_area_um2=1180
export IMPL_grt_pass1_wl_mm=2.88
export IMPL_synthArstFlopShare_pct=100
export IMPL_maxSlewViolCount=0
export IMPL_die_height_um=109
export IMPL_ys_seq_share_pct=55.7
export IMPL_vias=549
export IMPL_dpl_hpwl_mm=1.54
export IMPL_path_buffers=2
export IMPL_critPathMaxFanout=4
export IMPL_cts_max_level=1
export IMPL_fin_cells=193
export IMPL_fp_dieArea_um2=11900
export IMPL_layout_drive_gt1_share_pct=29.7
export IMPL_ys_cells=72
export IMPL_finalWirelength_mm=1.81
export IMPL_power_total_uw=518
export IMPL_fp_utilization_pct=10.8
export IMPL_place_congestion=0.724
export IMPL_clkSlewWorstSetupHoldPaths_ns=0.03
export IMPL_yosys_area_top_type="dfrtp_1"
export IMPL_viasPerCell=2.84
export IMPL_syn_cell_area_um2=831
export IMPL_syn_inst=72
export IMPL_top_cell="buf_4"
export IMPL_untimed_endpoints=24
export IMPL_drc=0
export IMPL_gr_usage_all_layers_pct=3.03
export IMPL_first_pass_iters=4
export IMPL_grt_pass1_vias=574
export IMPL_synth_edff_count=0
export IMPL_path_cells="buf_6 -> nor4_2 -> buf_4 -> nand4_1 -> o21ai_1"
## registers in the layout, indices dropped and copies added, names as in the netlist
| register | flops |
|---|---|
| ds.ff0.Q | 1 |
| ds.ff3.Q | 1 |
| dm.ff1.Q | 1 |
| us.ff3.Q | 1 |
| dm.ff0.Q | 1 |
| ds.ff1.Q | 1 |
| um.ff2.Q | 1 |
| um.ff3.Q | 1 |
| us.ff0.Q | 1 |
| lo | 1 |
| dm.ff3.Q | 1 |
| ds.ff2.Q | 1 |
| dm.ff2.Q | 1 |
| um.ff0.Q | 1 |
| us.ff1.Q | 1 |
| um.ff1.Q | 1 |
| us.ff2.Q | 1 |
## kinds of logic (layout without fill, tap and decap cells)
logic type      after synthesis  count (layout)  synth area share [%]
simple gates                 19              19                  14.0
flops                        17              17                  55.7
buf+inv                      21              40                  16.7
compound gates                7               7                  5.12
xor+xnor                      8               8                  8.43
## cell type report
type | count | area [um^2] | share of cell area, %
repair buffers | 31 | 278 | 23.6
flip-flops and latches | 17 | 463 | 39.3
multi-input cells | 34 | 246 | 20.9
inverters | 5 | 18.8 | 1.59
clock buffers | 4 | 45.0 | 3.82
well taps | 102 | 128 | 10.8
## per-stage QoR
stage,utilization (%),hold slack [ns]
2_1_floorplan,-,0.110
3_3_place_gp,13.9,0.181
3_5_place_dp,13.9,0.181
4_1_cts,14.9,0.512
5_1_grt,15.3,0.522
6_report,15.3,0.501
## final timing paths
kind | from | end | slack, ns | cells past startpoint
min reg2reg | lo$_DFFE_PP1P_ | us.ff1.Q$_DFFE_PP0N_ | 0.50 | 2
max in group clk1 | us.ff2.Q$_DFFE_PP0P_ | us.ff3.Q$_DFFE_PP1P_ | 0.02 | 4
min in group clk1 | us.ff0.Q$_DFF_PP1_ | us.ff0.Q$_DFF_PP1_ | 0.59 | 2
max reg2reg | us.ff1.Q$_DFFE_PP0N_ | lo$_DFFE_PP1P_ | -0.27 | 5
min | lo$_DFFE_PP1P_ | us.ff1.Q$_DFFE_PP0N_ | 0.50 | 2
max in group asynchronous | lo$_DFFE_PP1P_ | us.ff3.Q$_DFFE_PP1P_ | 0.36 | 2
max | us.ff1.Q$_DFFE_PP0N_ | lo$_DFFE_PP1P_ | -0.27 | 5
min in group clk0 | lo$_DFFE_PP1P_ | lo$_DFFE_PP1P_ | 0.50 | 2
## worst register-to-register path: stages (launching register included)
cell	delay [ns]
dfrtp_1	0.38
buf_6	0.12
nor4_2	0.24
buf_4	0.16
nand4_1	0.07
o21ai_1	0.11
## cells in the final DEF, fill, tap and decap left out, types with 4 or more instances in the layout
| cell | n |
|---|---|
| xnor2_1 | 4 |
| buf_6 | 4 |
| buf_4 | 9 |
| inv_1 | 5 |
| clkdlybuf4s50_1 | 14 |
| nand2b_1 | 5 |
| dfrtp_1 | 7 |
| dfstp_2 | 6 |
| dfbbp_1 | 4 |
| xor2_1 | 4 |
## where the power goes
| group | leakage [uW] | internal (uW) | switching (uW) | total (uW) |
|---|---|---|---|---|
| Clock | 0.0000228 | 247 | 75.7 | 323 |
| Sequential | 0.000204 | 185 | 0 | 185 |
| Combinational | 0.000259 | 6.90 | 2.19 | 9.09 |
## per-layer routing
| metal | wire length, um | global-route usage (%) |
|---|---|---|
| met4 | 13 | 0.565 |
| met1 | 736 | 3.69 |
| met2 | 822 | 4.50 |
| met3 | 226 | 1.91 |
| met5 | 13 | 0 |
## what timing repair did
action | CTS | global route
endpoints found under the setup margin | 6 | 4
gates resized | 18 | 3
setup buffers | 3 | 3
endpoints found under the hold margin | 2 | 0
pin swaps | 3 | 2
hold buffers | 1 | 0
Power and IR drop assume default switching activity.
