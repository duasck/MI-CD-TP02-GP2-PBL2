### flow/run.sh
#!/bin/bash
# OpenROAD 26Q1-2900-gdf79404cd8, Yosys 0.63+post, stock flow scripts
make -C /OpenROAD-flow-scripts/flow DESIGN_CONFIG=/design/flow/config.mk WORK_HOME=/design/flow/orfs finish
### flow/config.mk
export PLATFORM = sky130hd
export DESIGN_NAME = decod7seg
export DESIGN_NICKNAME = decod7seg
export VERILOG_FILES = /design/flow/design.v
export SDC_FILE = /design/flow/constraint.sdc
export NUM_CORES = 4
export LEC_CHECK = 1
export CORE_AREA = 10 10 70 70
export DIE_AREA = 0 0 80 80
### flow/constraint.sdc
current_design decod7seg

set clk_period 1.0
set clk_io_pct 0.2

create_clock -name clk0 -period $clk_period

set non_clock_inputs [all_inputs -no_clocks]
set_input_delay [expr $clk_period * $clk_io_pct] -clock clk0 $non_clock_inputs
set_output_delay [expr $clk_period * $clk_io_pct] -clock clk0 [all_outputs]
### flow/design.v
module decod7seg (
    input A,		 
	 input B,
	 input C,
	 input D,        
    output a,		 
	 output b,
	 output c,
	 output d,
	 output e,
	 output f,
	 output g    
);
    assign a = (A | B | C | (~D)) & (A | (~B) | C | D);
    assign b = (A | (~B) | C | (~D)) & (A | (~B) | (~C) | D);
    assign c = (A | B | (~C) | D);
    assign d = (A | (~B) | C | D) & (A | B | C | (~D)) & (A | ~B | (~C) | (~D));
    assign e = (A | (~D)) & (B | C | (~D)) & (A | (~B) | C);
    assign f = (A | B | (~D)) & (A | B | (~C));
    assign g = (A | B | C) & (A | (~B) | (~C) | (~D));
endmodule
==> results.toml <==
# generated from flow reports
[critical_path]
cpPeakStageDelay_ns = 0.21
start_kind = "input pin"
cp.arrival_ns = 0.85
worst-path-max-fanout = 8
crit_path_top_delay_cell = "or2_1"
path_cells = "buf_8 -> xnor2_2 -> a21oi_1 -> or2_1 -> buf_2"
setup.worst_path.end_class = "primary output"
critPathRequiredTime_ns = 0.80
crit_type = "in2out"

[status]
violations = "negative setup slack"
status = "complete, but fails checks"

[power]
swShare_pct = 38.68
p_int_mw = 0.06306
ir_drop_mv = 0.04240
power_switching_mw = 0.03978
comb_power_share_pct = 100.0
power.clock.fraction_pct = 0
pwr-share-seq_pct = 0
power.leakage_nw = 0.1083
power_density_nw_per_um2 = 334.1
total_power_mw = 0.1028

[layout]
fillers = 410
ff_count = 0
drive_gt1_share_pct = 53.33
syn_to_final_growth_pct = 115.8
flop_area_um2 = 0
clkbuf_count = 0

[clock_network]
cts_hold_buf = 0

[final_timing]
finalSetupTns_ns = -0.09595
tightest_slew_ns = 0.1957
timing.final.ws_setup_ns = -0.04877
setup_violations = 2
fin_hold_ws_ns = 0.6733
finalHoldViolCount = 0
post-route-min-period_ns = 1.049
period_used_pct = 104.9
maxSlewViolCount = 0
max-slew-margin-rel_pct = 86.91
max_freq_mhz = 953.5
rsz0062_at_grt = "true"

[worst_hold_path]
whs_path_depth = 3
min_path_type = "in2out"

[floorplanning]
num_rows = 21
fp_util_pct = 4.176
fp.dieH_um = 80
die_area_um2 = 6400
core-area_um2 = 3416
fp.dieW_um = 80
pin_count = 11

[detailed_routing]
avgViaCountPerCell = 2.303
final_antenna_net_count = 0
firstDrtPassIters = 2
wl_um = 567
num_antenna_cells = 0
drc = 0
drtIter0Drc = 2
wl_per_cell_um = 7.461
via_count = 175

[placement]
place.gp.congestion = 0.6598
port_buffers = 11
hpwl_um = 457.1

[yosys]
yosysWarnings = 0
ys_seq_share_pct = 0
synthTopLogicFamily = "simple AND/OR/NAND/NOR gates"
syn_inst = 20
synth.area.mux_share_pct = 0
ys_chip_area_um2 = 142.6
synth_area_per_cell_um2 = 7.132
synthAoiAreaFrac_pct = 21.93
ys_types = 15
ys_cells = 20
adder_share_pct = 0
ys_sh_simple_pct = 38.60
xor_area_share_pct = 18.42
synth_area_um2 = 142.6

[global_routing]
antenna_found_initial = 0
grt_pass1_vias = 153
grt_max_degree = 9
grt_usage_pct = 1.594
grt-ovfl-total = 0
grt_pass1_wl_um = 828

[job]
tool_warnings = 34
cap_violations = 0
## cell families after synthesis
group | count (synthesis)
AND/OR/NAND/NOR | 8
XOR/XNOR | 3
buffers and inverters | 4
AND-OR/OR-AND | 5
## Yosys cell counts
| cell type | number | area, µm² |
|---|---|---|
| a2bb2oi_1 | 1 | 8.760 |
| buf_4 | 2 | 15.01 |
| xor2_1 | 1 | 8.760 |
| xnor2_1 | 2 | 17.52 |
| or2_1 | 1 | 6.260 |
| nor2_1 | 2 | 7.510 |
| nor3b_2 | 1 | 12.51 |
| inv_1 | 1 | 3.750 |
| o21ai_0 | 1 | 5.000 |
| and3_2 | 1 | 7.510 |
| nand3b_1 | 2 | 15.01 |
| o21bai_1 | 1 | 7.510 |
| a21oi_1 | 2 | 10.01 |
| or3_1 | 1 | 6.260 |
| buf_6 | 1 | 11.26 |
## power by group through the flow
stage / clock network, mW / registers, mW / logic (mW)
CTS: 0 / 0 / 0.0984
finish: 0 / 0 / 0.103
global route: 0 / 0 / 0.114
## stage by stage
stage | setup slack [ns] | area, µm² | utilization [%] | std cells
2_1_floorplan | 0.08482 | 142.6 | - | 20
4_1_cts | -0.08799 | 296.5 | 8.681 | 76
3_3_place_gp | -0.9348 | 299.0 | 8.755 | 76
6_report | -0.04877 | 307.8 | 9.011 | 76
5_1_grt | -0.1175 | 307.8 | 9.011 | 76
3_5_place_dp | -0.9721 | 299.0 | 8.755 | 76
## worst paths after layout
path | from | endpoint | slack (ns)
setup / recovery | B | d | -0.05
hold / removal | C | a | 0.67
## cells in the final DEF (no fill, tap or decap), drive strengths merged
cell          n
o21ai         1
nor2          2
and3          1
xnor2         2
a21oi         2
o21bai        1
xor2          1
nor3b         1
or3           1
inv           1
or2           1
dlygate4sd2   2
nand3b        2
a2bb2oi       1
buf          11
## worst max-delay path, delay by kind of cell
family	cells	cell delay [ns]
AND-OR/OR-AND	1	0.07
buffers and inverters	2	0.23
AND/OR/NAND/NOR	1	0.21
XOR/XNOR	1	0.14
## area by class of cell
cell class | instances | area [µm²] | share of cell area [%]
multi-input combinational | 16 | 133.9 | 43.50
timing repair buffer | 13 | 112.6 | 36.59
tap | 46 | 57.56 | 18.70
inverter | 1 | 3.754 | 1.220
## metal layers
metal / GRT usage, % / routed length [µm] / vias to the layer above
li1: - / - / 88
met1: 2.243 / 269 / 81
met2: 2.488 / 251 / 6
met3: 0.4545 / 45 / 0
met4: 0 / 0 / 0
met5: 0 / 0 / -
## repair_timing
action / 4_1_cts / 5_1_grt
endpoints found under the setup margin: 7 / 6
endpoints found under the hold margin: 0 / 0
pin swaps: 6 / 4
buffers inserted: 0 / 0
gates resized: 48 / 2
Power figures rest on the tool's default switching activity, not on a simulated workload.
